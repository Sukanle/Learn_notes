==> /design/flow/design.v <==
module multBitsGate (
    input [2:0] a,  
    input [2:1] b,  
    output [2:0] y1,
    output [2:0] y2,
    output [2:0] y3,
    output [2:0] y4,
    output [2:0] y5
);
    assign y1 = a & b;  
    assign y2 = a | b;  
    assign y3 = a ^ b;  
    assign y4 = ~(a & b);  
    assign y5 = ~(a | b);  
endmodule
==> /design/flow/run.sh <==
#!/bin/bash
# OpenROAD 26Q1-2900-gdf79404cd8, Yosys 0.63+post, stock flow scripts
make -C /OpenROAD-flow-scripts/flow DESIGN_CONFIG=/design/flow/config.mk WORK_HOME=/design/flow/orfs finish
==> /design/flow/config.mk <==
export PLATFORM = sky130hd
export DESIGN_NAME = multBitsGate
export DESIGN_NICKNAME = multBitsGate
export VERILOG_FILES = /design/flow/design.v
export SDC_FILE = /design/flow/constraint.sdc
export NUM_CORES = 4
export LEC_CHECK = 1
export CORE_AREA = 10 10 70 70
export DIE_AREA = 0 0 80 80
==> /design/flow/constraint.sdc <==
current_design multBitsGate

set clk_period 1.0
set clk_io_pct 0.2

create_clock -name clk0 -period $clk_period

set non_clock_inputs [all_inputs -no_clocks]
set_input_delay [expr $clk_period * $clk_io_pct] -clock clk0 $non_clock_inputs
set_output_delay [expr $clk_period * $clk_io_pct] -clock clk0 [all_outputs]
==> insert_results.sql <==
-- metrics for the results database
INSERT INTO impl_metrics (metric_group, metric, value, unit) VALUES
('final_layout', 'flop-count', '0', ''),
('yosys', 'largest_cells_by_area', 'sky130_fd_sc_hd__ha_1 58%, sky130_fd_sc_hd__inv_1 20%, sky130_fd_sc_hd__buf_4 18%, sky130_fd_sc_hd__conb_1 4.4%', ''),
('pwr', 'power_per_cell_area', '229', 'nW/um2'),
('place', 'gp_routability_congestion', '0.717', ''),
('setup_path', 'worst_path_max_delay_cell', 'sky130_fd_sc_hd__dlygate4sd2_1', ''),
('global_route', 'grt_antenna_before_repair', '0', ''),
('yosys', 'area_figure_in_the_yosys_stat_output', '171', 'um2'),
('die', 'die_outline_height', '80', 'um'),
('die', 'placementRows', '21', ''),
('pwr', 'peak_supply_drop', '0.0570', 'mV'),
('pwr', 'power.total', '88.3', 'uW'),
('place', 'final_hpwl_dp', '472', 'um'),
('global_route', 'first_global_vias', '165', ''),
('detailed_routing', 'drt-initial-drc-count', '0', ''),
('final_timing', 'final_hold_viol_count', '0', ''),
('setup_path', 'startpoint_type', 'input port', ''),
('final_layout', 'lay_top_count', 'sky130_fd_sc_hd__dlygate4sd2_1', ''),
('detailed_routing', 'post_drt_via_cell_ratio', '2.02', ''),
('final_layout', 'clock_buffers', '0', ''),
('die', 'design.die.area', '6400', 'um2'),
('final_timing', 'final_min_period_over_clock_period', '0.964', ''),
('yosys', 'seq_area_frac_synth', '0', ''),
('setup_path', 'worstPathMaxFanout', '3', ''),
('final_layout', 'fin_util', '0.113', ''),
('die', 'placeableCoreArea', '3420', 'um2'),
('final_timing', 'fmax', '1040', 'MHz'),
('place', 'detailed_place.area', '387', 'um2'),
('global_route', 'gr-total-overflow', '0', ''),
('pwr', 'p_leak', '0.195', 'nW'),
('final_timing', 'pins_over_their_slew_limit', '0', ''),
('setup_path', 'path_buffers', '4', ''),
('final_layout', 'synthToLayoutAreaGrowth', '125', '%'),
('yosys', 'synthesis.area', '171', 'um2'),
('flow_run', 'warning_count', '39', ''),
('global_route', 'grt_start_max_net_pins', '4', ''),
('final_timing', 'finalHoldWorstSlack', '0.731', 'ns'),
('place', 'port_buffers', '18', ''),
('detailed_routing', 'drt-pass1-iter-count', '1', ''),
('detailed_routing', 'antenna-diode-count', '0', ''),
('final_layout', 'fin_area', '385', 'um2'),
('hold_path', 'min_path_type', 'input port to output pin', ''),
('yosys', 'dominant_cell_type_by_area_after_synthesis', 'sky130_fd_sc_hd__ha_1', ''),
('outcome', 'run_status', 'finished, final reports clean', ''),
('die', 'floorplan.core_util', '0.0502', ''),
('setup_path', 'path_delay_family', 'buffers and inverters', ''),
('die', 'design.portCount', '20', ''),
('global_route', 'global_route_wire_length_before_repair', '779', 'um'),
('setup_path', 'crit_type', 'input port to output pin', ''),
('die', 'die_w', '80', 'um'),
('final_timing', 'setup_viol', '0', ''),
('clocking', 'holdBufCountCts', '0', ''),
('setup_path', 'cp.required', '0.80', 'ns'),
('detailed_routing', 'route.final.wire_length', '490', 'um'),
('yosys', 'yosys_cells', '23', ''),
('final_timing', 'grt_setup_unrepaired', 'yes', ''),
('yosys', 'yosys_warnings', '0', ''),
('setup_path', 'cell_breakdown_of_the_critical_path', 'buf_4 > inv_2 > ha_1 > inv_1 > dlygate4sd2_1', ''),
('yosys', 'syn_area_per_cell', '7.45', 'um2'),
('final_layout', 'final_cell_mix', '10 x sky130_fd_sc_hd__dlygate4sd2_1, 5 x sky130_fd_sc_hd__inv_1, 5 x sky130_fd_sc_hd__ha_1', ''),
('yosys', 'synth_largest_type_area_fraction', '0.584', ''),
('flow_run', 'max_cap_viol_count', '0', ''),
('setup_path', 'critical_path_arrival', '0.76', 'ns'),
('setup_path', 'cp-end-kind', 'output pin', ''),
('detailed_routing', 'drt.antenna.violating_nets', '0', ''),
('final_layout', 'sequential_cell_area', '0', 'um2'),
('final_timing', 'finalCriticalPeriod', '0.964', 'ns'),
('detailed_routing', 'detail_route.wl_per_cell', '5.90', 'um'),
('global_route', 'grt_util_all_layers', '0.0141', ''),
('yosys', 'post_synth_cell_types', '4', ''),
('setup_path', 'timing.critical_path.slowest_cell_delay', '0.23', 'ns'),
('detailed_routing', 'drcViolationCount', '0', ''),
('detailed_routing', 'route.vias.total', '168', ''),
('final_layout', 'layout-drive-gt1-share', '0.378', ''),
('yosys', 'synthCells', '23', '');
## routing by layer
layer	share of wire	up-vias	track usage
met4	0	0	0
li1	-	84	-
met1	0.32	72	0.0145
met5	0	-	0
met3	0.20	0	0.00909
met2	0.47	12	0.0249
## path summary, 6_finish.rpt
path	startpoint	slack [ns]	cells after the start	to
setup / recovery	a[1]	0.04	5	y2[1]
hold / removal	b[2]	0.73	4	y3[1]
## cells by family (layout without fill, tap and decap cells)
group,after synthesis,after routing,share of synthesized area
other cells,2,2,0.0438
buf+inv,13,27,0.372
fa+ha+maj,8,8,0.584
## Yosys cell counts
library cell	n
sky130_fd_sc_hd__inv_1	9
sky130_fd_sc_hd__buf_4	4
sky130_fd_sc_hd__conb_1	2
sky130_fd_sc_hd__ha_1	8
## layout make-up
cell class	instances	area, um2
Timing Repair Buffer	18	164
Tap cell	46	57.6
Fill cell	402	3030
Multi-Input combinational cell	10	125
Inverter	9	38.8
## what timing repair did
| action | in CTS | in global routing |
|---|---|---|
| setup buffers | 0 | 0 |
| cloned | 0 | 0 |
| gates resized | 51 | 2 |
| endpoints found under the setup margin | 13 | 4 |
## metrics by stage
stage,worst slack (ns),cells,setup TNS [ns]
floorplan,0.321,23,0
global placement,-0.761,84,-7.34
detailed placement,-0.761,84,-7.50
CTS,0.0101,84,0
global route,-0.0140,83,-0.0140
finish,0.0362,83,0
## report_power, final
part           leakage, nW  internal, mW  switching, mW  total, mW
clock                    0             0              0          0
sequential               0             0              0          0
combinational        0.195        0.0584         0.0299     0.0883
No activity file was given, so power comes from the tool's default toggle rates.
