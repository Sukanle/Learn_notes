<file path="design.v">
module SevenSEG (
    input [4:0] data,
    input dp,  
    output reg [7:0] seg
);
    always @(*) begin
        case(data)
            4'd0: seg = 8'b00111111;  
            4'd1: seg = 8'b00000110;  
            4'd2: seg = 8'b01011011;  
            4'd3: seg = 8'b01001111;  
            4'd4: seg = 8'b01100110;  
            4'd5: seg = 8'b01101101;  
            4'd6: seg = 8'b01111101;  
            4'd7: seg = 8'b00000111;  
            4'd8: seg = 8'b01111111;  
            4'd9: seg = 8'b01101111;  
            default: seg = 8'b00000000;  
        endcase
        if(dp)
            seg[7] = 1'b1;  
    end
endmodule
</file>
<file path="run.sh">
#!/bin/bash
# OpenROAD 26Q1-2900-gdf79404cd8, Yosys 0.63+post, stock flow scripts
make -C /OpenROAD-flow-scripts/flow DESIGN_CONFIG=/design/flow/config.mk WORK_HOME=/design/flow/orfs finish
</file>
<file path="config.mk">
export PLATFORM = sky130hd
export DESIGN_NAME = SevenSEG
export DESIGN_NICKNAME = SevenSEG
export VERILOG_FILES = /design/flow/design.v
export SDC_FILE = /design/flow/constraint.sdc
export NUM_CORES = 4
export LEC_CHECK = 1
export CORE_AREA = 10 10 70 70
export DIE_AREA = 0 0 80 80
</file>
<file path="constraint.sdc">
current_design SevenSEG

set clk_period 1.0
set clk_io_pct 0.2

create_clock -name clk0 -period $clk_period

set non_clock_inputs [all_inputs -no_clocks]
set_input_delay [expr $clk_period * $clk_io_pct] -clock clk0 $non_clock_inputs
set_output_delay [expr $clk_period * $clk_io_pct] -clock clk0 [all_outputs]
</file>
==> results.toml <==
# yosys + openroad results
[global_routing]
grt_pass1_vias = 249
grt_pass1_wl_mm = 1.19
grt.overflow.total = 0
antenna_found_initial = 0
grtUsageTotal = 0.0219
grt_start_max_net_pins = 8

[detailed_routing]
antennaDiodeCount = 0
dr.pass1.iters = 2
num_vias = 268
detail_route.vias_per_cell = 2.79
wirelength_um = 750
drtIter0Drc = 3
wl_per_cell_um = 7.81
detail-route-antenna-nets = 0
drc = 0

[placed_design]
hpwl_um = 609
portBuffers = 12
dp_slack_ps = -1090
globalplace.congestion = 0.844
place_area_um2 = 442

[logic_synthesis]
yosysUniqueCellTypes = 17
yosysWarnings = 1
syn_inst = 32
yosysCellCount = 32
ys_seq_frac = 0
synth.avg_cell_area_um2 = 7.43
netlist_area_um2 = 238
ys_area_um2 = 238

[power]
p_leak_uw = 0.000215
p_seq_frac = 0
cellPowerDensity_nw_per_um2 = 328
ir_drop_mv = 0.0433
power.share.clock = 0
p_int_uw = 96.3
p_comb_frac = 1.000
switching_share = 0.413
p_sw_uw = 67.9

[layout]
final_area_um2 = 500
register_area_um2 = 0
drive_gt1_frac = 0.580
syn2layout_area_growth_pct = 111
nClkBuffers = 0
fillers = 394
n_sequential_cell = 0

[setup_path]
worstPathArrival_ps = 1060
cp.required_ps = 800
crit_type = "input pin to output port"
worst_setup_path_start_kind = "input pin"
critPathMaxFanout = 5
cp-end-kind = "output port"

[run_status]
status = "complete, but fails checks"
violations = "setup timing"

[sta]
final-setup-viol-count = 7
final.setup.worst_slack_ps = -258
worstMarginPinSlew_ps = 227
fmax_mhz = 795
fin_crit_sh = 1.26
maxSlewViolCount = 0
timing.hold.ws_ps = 400
min_period_ps = 1260
rsz0062_at_grt = "true"
finalHoldViolations = 0
slew_headroom = 0.848

[floorplanning]
die_x_um = 80
die_area_um2 = 6400
fp_util = 0.0696
rows = 21
coreArea_um2 = 3420
die_h_um = 80
num_io_pins = 14

[min_path]
hp-class = "input pin to output port"

[run]
maxCapViolCount = 0
warnings = 38

[clocking]
ctsHoldBuffers = 0
per-stage QoR:
stage               TNS (ps)  power [µW]  std cells  utilization
global route           -1800         182         96        0.147
CTS                    -1540         159         95        0.142
detailed placement     -7230         150         94        0.129
global placement       -7160         150         94        0.129
floorplan                  0        60.2         32            -
finish                 -1360         164         96        0.147
critical path, cell delays in order:
cell     delay [ps]
buf_8           100
buf_6           120
ha_4            140
or2_1           220
o22ai_1         160
buf_2           120
power by group through the flow:
stage	Combinational, µW	Clock, µW	Sequential, µW
after CTS	159	0	0
after global routing	182	0	0
final	164	0	0
worst paths after layout:
path,from,end,slack (ps),depth (start not counted)
setup / recovery,data[1],seg[6],-260,6
hold / removal,dp,seg[7],400,0
cells in the mapped netlist, drive strengths merged:
cell type,n,area [µm²]
o21ai,1,5.00
a21o,1,7.51
mux2i,1,10.0
nand2b,5,38.8
inv,2,7.51
nor2,3,11.3
buf,2,18.8
o31ai,1,7.51
or2,3,18.8
o22ai,3,18.8
ha,5,62.6
a21oi,2,10.0
xnor2,1,8.76
nor2b,2,12.5
layer usage:
layer  track usage  share of wire  vias to the layer above
met5             0              0                        -
met4             0              0                        0
li1              -              -                      145
met1        0.0277           0.45                      115
met2        0.0385           0.46                        8
met3       0.00568          0.093                        0
logic make-up after synthesis:
kind of cell / Yosys count / synth area share
XOR/XNOR: 1 / 0.0368
buffers and inverters: 4 / 0.111
multiplexers: 1 / 0.0421
AND-OR/OR-AND: 8 / 0.205
adder cells (fa/ha/maj): 5 / 0.263
AND/OR/NAND/NOR: 13 / 0.342
layout make-up:
class	count	area (µm²)	area share
Multi-Input combinational cell	28	270	0.540
Inverter	2	15.0	0.0300
Timing Repair Buffer	20	158	0.315
Tap cell	46	57.6	0.115
timing repair:
action | in CTS | in global routing
pin swaps | 9 | 5
buffers inserted | 1 | 1
gates resized | 61 | 1
endpoints found under the setup margin | 7 | 7
placed cells by master (no fill, tap or decap):
master,n
a21o_1,1
a21oi_1,1
a21oi_2,1
buf_12,1
buf_2,9
buf_4,6
buf_6,2
buf_8,1
clkdlybuf4s15_1,1
ha_1,1
ha_2,1
ha_4,3
inv_4,1
inv_6,1
mux2i_1,1
nand2b_1,2
nand2b_4,3
nor2_1,3
nor2b_1,2
o21ai_1,1
o22ai_1,3
o31ai_1,1
or2_0,1
or2_1,2
xnor2_1,1
Power is estimated from default activity; no workload was simulated.
